==> design/flow/design.v <==
module Complete(
		input 	     ADC_CLK_10,
		input 	     MAX10_CLK1_50,
		input 	     MAX10_CLK2_50,
		output [7:0] HEX0,
		output [7:0] HEX1,
		output [7:0] HEX2,
		output [7:0] HEX3,
		output [7:0] HEX4,
		output [7:0] HEX5,
		input [1:0]  KEY,
		output [9:0] LEDR,
		input [9:0]  SW
		);
   wire 		     one_hz_clk;
   wire 		     two_hz_clk;
   wire 		     out_hz_clk;
   wire 		     clk_sel;
   wire [3:0] 		     lsd;
   wire [3:0] 		     msd;
   wire 		     reset_n;
   wire 		     latch;
   wire 		     ms_off;
   wire [6:0] 		     cnt;
   assign LEDR[1] = out_hz_clk;
   assign LEDR[0] = reset_n;
   latch_key L1 (
		 .KEY (KEY[0]),
		 .R (reset_n)
		 );
   latch_key LClk (
		  .KEY (KEY[1]),
		  .R (clk_sel)
		  );
   clock_div_1hz Clk1 (
		     .reset_n (reset_n),
		     .src_clk (ADC_CLK_10),
		     .out_clk (one_hz_clk)
		     );
   clock_div_2hz Clk2 (
		     .reset_n (reset_n),
		     .src_clk (ADC_CLK_10),
		     .out_clk (two_hz_clk)
		     );
   clock_mux ClMx (
		 .a(one_hz_clk),
		 .b(two_hz_clk),
		 .sel(clk_sel),
		 .out(out_hz_clk)
		 );
   bcd_counter BCD (
		   .reset_n (reset_n),
		   .src_clk (out_hz_clk),
		   .msd_out (msd),
		   .cnt_out (cnt),
		   .lsd_out (lsd)
		   );
   month_day MD (
		 .count(cnt),
		 .leap_year(SW[9]),
		 .HEX0(HEX0),
		 .HEX1(HEX1),
		 .HEX2(HEX2)
		 );
   hex_driver X3 (
		  .NUM(4'b0000),
		  .HEX(HEX3),
		  .OFF(1'b1)
		  );
   hex_driver X4 (
		  .NUM(lsd),
		  .HEX(HEX4)
		  );
   hex_driver X5 (
		  .NUM(msd),
		  .HEX(HEX5),
		  .OFF(1'b1)
		  );
endmodule
module bcd_counter(
		   input 	src_clk,
		   input 	reset_n,
		   output [3:0] msd_out,
		   output [6:0] cnt_out,
		   output [3:0] lsd_out
		   );
   reg [3:0] 			msd_tmp;
   reg [3:0] 			lsd_tmp;
   always @(posedge src_clk or negedge reset_n)
     begin
	if(reset_n == 0)
	  begin
	     lsd_tmp <= 1;
	     msd_tmp <= 0;
	  end
	else if(lsd_tmp != 9)
	  lsd_tmp <= lsd_tmp + 1;
	else
	  begin
	     if(msd_tmp != 9)
	       begin
		  lsd_tmp <= 0;
		  msd_tmp <= msd_tmp + 1;
	       end
	     else
	       begin
	    	  lsd_tmp <= 1;
		     msd_tmp <= 0;
	       end
	  end
     end  
   assign lsd_out = lsd_tmp;
   assign msd_out = msd_tmp;
   assign cnt_out = (msd_tmp*10) + ({3'b0, lsd_tmp});
endmodule  
module clock_div_1hz(
		     input  src_clk,
		     input reset_n,
		     output out_clk
);
   parameter divide_by = 5_000_000;
   reg [23:0] 		    divide_counter = 0;
   reg 			    tmp_clk = 0;
   always @(posedge src_clk or negedge reset_n)
     begin
	if (reset_n == 0)
	  begin
	     tmp_clk <= 0;
	     divide_counter <= 0;
	  end
	else if(divide_counter == divide_by - 1)
	  begin
	     divide_counter <= 0;
	     tmp_clk <= ~tmp_clk;
	  end
	else
	  divide_counter <= divide_counter + 1;
     end
   assign out_clk = tmp_clk;
endmodule  
module clock_div_2hz(
		     input  src_clk,
		     input reset_n,
		     output out_clk
);
   parameter divide_by = 2_000_000;
   reg [23:0] 		    divide_counter = 0;
   reg 			    tmp_clk = 0;
   always @(posedge src_clk or negedge reset_n)
     begin
	if (reset_n == 0)
	  begin
	     tmp_clk <= 0;
	     divide_counter <= 0;
	  end
	else if(divide_counter == divide_by - 1)
	  begin
	     divide_counter <= 0;
	     tmp_clk <= ~tmp_clk;
	  end
	else
	  divide_counter <= divide_counter + 1;
     end
   assign out_clk = tmp_clk;
endmodule  
module clock_mux ( 
		   input      a, 
                   input      b, 
                   input      sel,
                   output reg out
		   );         
   always @ (a or b or sel) begin
      casex (sel)
        1'b0 : out <= a;
        1'b1 : out <= b;
      endcase
   end
endmodule
module day_drive(
		 input [4:0] day,
		 output [7:0] HEX0,
		 output [7:0] HEX1
		 );
   reg [3:0] 		      day_l;
   reg [3:0] 		      day_m;
   hex_driver X0 (
		   .NUM (day_l),
		   .HEX(HEX0)
		   );
    hex_driver X1 (
		   .NUM (day_m),
		    .HEX(HEX1),
		    .OFF(1'b1)
		   );
   always @(day)
     begin
	if (day >= 30)
	  begin
	     day_l <= day - 5'b11110;  
	     day_m <= 4'h3;
	  end
	else if (day >= 20)
	  begin
	     day_l <= day - 5'b10100;  
	     day_m <= 4'h2;
	  end
	else if (day >= 10)
	  begin
	     day_l <= day - 5'b01010;  
	     day_m <= 4'h1;
	  end
	else
	  begin
	     day_l <= day;
	     day_m <= 0;
	  end
     end
endmodule  
module hex_driver(
		  input [3:0] 	   NUM,
		  input 	   DEC,
		  input 	   SIGN,
		  input 	   OFF,
		  output reg [7:0] HEX
		  );
   always @(NUM, DEC, SIGN, OFF)
     begin
	if(~SIGN)
	 begin
	  HEX = 8'b11111111;
	 end
	case(NUM)
	  4'b0000:  
	  begin
	    HEX = 8'b11000000;
		 if(OFF)
	  HEX = 8'b11111111;
	 end
	  4'b0001:  
	    HEX = 8'b11111001;
	  4'b0010:  
	    HEX = 8'b10100100;
	  4'b0011:  
	    HEX = 8'b10110000;
	  4'b0100:  
	    HEX = 8'b10011001;
	  4'b0101:  
	    HEX = 8'b10010010;
	  4'b0110:  
	    HEX = 8'b10000010;
	  4'b0111:  
	    HEX = 8'b11111000;
	  4'b1000:  
	    HEX = 8'b10000000;
	  4'b1001:  
	    HEX = 8'b10010000;
	  4'b1010:  
	    HEX = 8'b10001000;
	  4'b1011:  
	    HEX = 8'b10000011;
	  4'b1100:  
	    HEX = 8'b11000110;
	  4'b1101:  
	    HEX = 8'b10100001;
	  4'b1110:  
	    HEX = 8'b10000110;
	  4'b1111:  
	    HEX = 8'b10001110;
	  default:
	HEX = 8'b11111111;
	endcase  
	 if(SIGN)
	 begin
	  HEX = 8'b10111111;
	 end
	if(DEC)
	 begin
	  HEX = HEX & 8'b01111111;
	 end
     end
   endmodule
module latch_key(
		 input KEY,
   	 output   R
);
   reg 			     k = 0;
    always @(negedge KEY)
	   k = ~k;
   assign  R = k;
endmodule  
module month_day(
		 input [6:0]  count,
		 input 	      leap_year,
		 output [7:0] HEX0,
		 output [7:0] HEX1,
		 output [7:0] HEX2
		 );
   reg [4:0] 		      day_tmp;
   reg [3:0] 		      month_tmp;
   wire [4:0] 		      day;
   wire [3:0] 		      month;
   always @(count)
     begin
	if(count >= 91 + leap_year)
	  begin
	     month_tmp <= 4;
	     day_tmp <= count - (90 + leap_year);
	  end
	else if(count >= (60 + leap_year))
	  begin
	     month_tmp <= 3;
	     day_tmp <= count - (59 + leap_year);
	  end
	else if(count >= 32)
	  begin
	     month_tmp <= 2;
	     day_tmp <= count - 31;
	  end
	else
	  begin
	     month_tmp <= 1;
	     day_tmp <= count;
	  end
     end
   assign month = month_tmp;
   assign day = day_tmp;
    day_drive DD (
		 .day(day),
		 .HEX0(HEX0),
		 .HEX1(HEX1)
		 );
    hex_driver X2 (
		  .NUM(month),
		  .HEX(HEX2)
		  );
endmodule  
==> design/flow/run.sh <==
#!/bin/bash
# OpenROAD 26Q1-2900-gdf79404cd8, Yosys 0.63+post, stock flow scripts
make -C /OpenROAD-flow-scripts/flow DESIGN_CONFIG=/design/flow/config.mk WORK_HOME=/design/flow/orfs finish
==> design/flow/config.mk <==
export PLATFORM = sky130hd
export DESIGN_NAME = Complete
export DESIGN_NICKNAME = Complete
export VERILOG_FILES = /design/flow/design.v
export SDC_FILE = /design/flow/constraint.sdc
export NUM_CORES = 4
export LEC_CHECK = 1
export CORE_UTILIZATION = 30
==> design/flow/constraint.sdc <==
current_design Complete

set clk_period 5.5
set clk_io_pct 0.2

create_clock -name clk0 -period $clk_period [get_ports {ADC_CLK_10}]
create_clock -name clk1 -period $clk_period [get_ports {KEY}]

set non_clock_inputs [all_inputs -no_clocks]
set_input_delay [expr $clk_period * $clk_io_pct] -clock clk0 $non_clock_inputs
set_output_delay [expr $clk_period * $clk_io_pct] -clock clk0 [all_outputs]
==> Slide: Implementation Results <==
Implementation Results

Timing
  – Final setup margin: -0.635 ns
  – Register pins left without a clock: 8
  – Worst slew pin tran: 0.748 ns
  – Slew headroom: 0.497
  – Clk_skew: 0.00510 ns
  – Setup Total Neg Slack: -3.90 ns
  – Endpoints left unconstrained: 23
  – Final hold violations: 0
  – RSZ-0062 raised after global routing: true
  – Final setup violation count: 7
  – Final slew viol count: 0

Cells and area
  – Share of post-route cells with drive strength above 1: 0.266
  – Most frequent cells in the layout: buf_4, dfrtp_1, nand2_1
  – Filler cells: 1441
  – Synth-to-Final Area Change: 32.2%
  – Non-filler cells, final: 849
  – Top cell excl fill/tap: buf_4
  – Post-route cell area: 0.00629 mm²

GRT
  – Initial antenna violation count: 0
  – Number of global-route vias before repair: 3889
  – Tot GR Track Use: 0.134
  – Pin count of the biggest net entering global routing: 60
  – First-pass GRT wire length: 18200 µm
  – Remaining Overflow, GRT: 0

Floorplanning
  – Die ar.: 0.0164 mm²
  – Die span in y: 128 µm
  – I/O pin count: 73
  – Core Box Area: approximately 0.015 mm²
  – # rows: 45
  – Initial Util: 0.311
  – Die Wd: 128 µm

Pwr
  – Sequential share of power: 0.523
  – VDD IR max: ~0.00013 V
  – Combinational power share: 0.016
  – Power Dens Cells: between 100 and 150 mW/mm²
  – Clk pwr share: 0.462
  – Switching Fraction: 0.172
  – Net Sw Power: between 0.1 and 0.15 mW
  – Pint: 0.606 mW
  – LEAKAGE: ~2.7 nW

Critical path
  – Worst Path Max Fanout: 4
  – Worst Reg2Reg Path Length in Cells: 1
  – CP Capture Point: HEX0[2]
  – RR Endpoint: Clk2.divide_counter[23]
  – Crit path kind: input pin to output pin
  – Reg2reg setup slack: around 2.1 ns
  – Critical Path End Type: output pin
  – Reg2reg start: L1.k
  – Crit path launch type: input pin
  – Worst Setup SP: SW[9]
  – Crit path DAT: about 5.0 ns
  – Worst Path Required: 4.40 ns

Route
  – ANT cells: 0
  – Routed met3 length: about 240 µm
  – Routed len/inst: 12.6 µm
  – Metal2 WL: 5100 µm
  – Highest metal used: met4
  – DR vias/cell: between 4 and 5
  – Total vias in the final route: 4111
  – Drt initial violations: 181
  – Drt first pass iters: 4
  – Routed Antenna Nets: 0
  – Number of remaining DRC errors: 0
  – M1 wire length: 5260 µm
  – Detailed-route wire length: 10700 µm

Synthesis
  – Cell Area, Synth: 0.00476 mm²
  – Yosys stat area: 0.00476 mm²
  – Share of flip-flops with an asynchronous set or reset: 0.967
  – Yosys cell count: 544
  – Area leader share: 0.300
  – Main area contributors: dfrtp_1, ha_1, xor2_1
  – Synthesis warning total: 31
  – Cells after Synth: ~540
  – Post-synth EDFFs: 0
  – Mapped Avg Cell Area: 8.75 µm²
  – Register share after synthesis: 0.314
  – Synth Flop Type: dfrtp_1
  – Cell type with the largest total area: dfrtp_1
  – Synth unique cells: 84
  – Seq cells post-synth: 60

Clock network
  – CTS tree: done
  – Clk slew on worst S/H paths: 0.03 ns
  – Clock Tree Root: clkbuf_16
  – TritonCTS buffer count: 5
  – Clock Path Buffers: 2
  – CTS Hold Buffers Added: 0
  – CTS H-tree lvls: 2

Place
  – HPWL Detailed: 7580 µm
  – Pre-CTS setup slack: -1.38 ns
  – Post-DP Area: 0.00564 mm²
  – Number of I/O port buffers: 36
  – Cell total after placement: 815
  – RePlAce Congestion: between 0.9 and 1

Status
  – Violated checks: setup timing
  – Status: finished, violations left

Flow run
  – OpenROAD warning count: roughly 50
  – Maxcap violations: 0

Min path
  – Min-Delay Path Depth: 1
  – Min-delay worst type: flop to flop
-- worst max-delay path, cell delays in order --
cell and delay (ns):
buf_8 0.08, clkinvlp_4 0.10, ha_4 0.18, ha_4 0.15, inv_4 0.05, ha_4 0.19, and3_4 0.16, or2_1 0.20
o311a_1 0.28, a211o_1 0.26, a31oi_4 0.22, buf_6 0.15, inv_6 0.04, ha_4 0.14, o21ai_2 0.05, a21oi_2 0.05
a31oi_2 0.23, buf_4 0.18, o31ai_2 0.05, a211o_1 0.37, buf_6 0.14, or3_4 0.37, nand2_2 0.09, o2bb2ai_2 0.09
buf_2 0.09
-- logic make-up (layout without fill, tap and decap cells) --
logic type / after synthesis / count (layout) / synth area share
flops: 60 / 60 / 0.314
xor+xnor: 54 / 54 / 0.107
mux: 9 / 9 / 0.0208
compound gates: 111 / 111 / 0.177
other cells: 2 / 23 / 0.00158
fa+ha+maj: 27 / 27 / 0.0742
buf+inv: 78 / 151 / 0.0868
simple gates: 203 / 203 / 0.218
-- worst min-delay path by stage --
stage	startpoint	end	slack, ns
6_report	LClk.k	LClk.k	0.38
5_1_grt	LClk.k	LClk.k	0.41
4_1_cts	LClk.k	LClk.k	0.38
-- layer usage --
| metal | global-route usage | vias to the layer above |
|---|---|---|
| met3 | 0.00850 | 6 |
| met5 | 0 | - |
| met1 | 0.205 | 1986 |
| met2 | 0.222 | 58 |
| li1 | - | 2061 |
| met4 | 0.0118 | 0 |
-- sequential cells by signal, indices dropped and copies added (netlist names) --
name,cells
Clk1.tmp_clk,1
Clk2.divide_counter,24
BCD.msd_tmp,4
LClk.k,1
BCD.lsd_tmp,4
Clk2.tmp_clk,1
L1.k,1
Clk1.divide_counter,24
-- synthesized netlist by cell type, types with 4 or more instances --
cell	count
a211oi_1	7
a21o_1	5
a21oi_1	18
and2_1	7
and3_1	14
buf_4	29
clkbuf_1	13
dfrtp_1	57
ha_1	25
inv_1	26
inv_2	5
mux2i_1	5
nand2_1	49
nand2b_1	6
nand3_1	30
nand4_1	11
nor2_1	43
nor2b_1	4
nor3_1	10
nor4_1	5
o21ai_0	26
o22ai_1	4
o31ai_1	7
or3_1	5
xnor2_1	20
xor2_1	30
-- power groups by stage --
stage,logic [mW],registers [mW],clock network (mW)
CTS,0.0101,0.383,0.347
global route,0.0133,0.382,0.365
finish,0.0116,0.383,0.338
-- area by class of cell --
type	count	area, µm²	area share
Multi-Input combinational cell	427	3280	0.521
Sequential cell	60	1490	0.237
Timing Repair Buffer	112	962	0.153
Tap cell	211	264	0.0420
Clock buffer	7	133	0.0211
Inverter	29	123	0.0195
Clock inverter	3	37.5	0.00597
-- per-stage QoR --
| step | hold slack (ns) | utilization | total power, mW |
|---|---|---|---|
| after detailed placement | 0.373 | 0.368 | 0.403 |
| after global routing | 0.412 | 0.411 | 0.760 |
| after CTS | 0.383 | 0.392 | 0.740 |
| final | 0.379 | 0.411 | 0.733 |
| after floorplan | 0.358 | - | 0.411 |
| after global placement | 0.371 | 0.368 | 0.404 |
-- timing repair --
item	CTS	global route
setup buffers	14	13
pin swaps	24	28
setup endpoints to repair	13	13
endpoints found under the hold margin	0	0
gates resized	51	47
Power figures rest on the tool's default switching activity, not on a simulated workload.
